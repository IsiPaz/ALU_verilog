==> design/flow/design.v <==
module complent(in, CK, out, busy);
	input  [15:0] in;
	input  CK;
	output reg [15:0] out;
	output reg busy;
	reg [15:0] m, c;
	initial begin
		m = 16'h0000;
		c = 16'h0000;
		out  = 16'h0000;
		busy = 1'b0;
	end
	always@(posedge CK) begin
		if(busy == 1'b0) begin
			m    = 16'h0001;
			out  = 16'hffff ^ in;
			busy = 1'b1;
		end
		if(m == 16'h0000)
			busy = 1'b0;
		else begin
			c   = out & m;
			out = out ^ m;
			m   = c << 1;
		end
	end
endmodule
module adder(in1, in2, CK, out, busy);
	input [15:0] in1, in2;
	input CK;
	output reg [15:0] out;
	output reg busy;
	reg [15:0] cc,m;
	initial begin
		out = 16'h0000;
		cc  = 16'h0000;
		m   = 16'h0000;
		busy= 1'b0;
	end
	always@(posedge CK) begin
		if(busy == 1'b0) begin
			out = in1 ^ in2; 
			cc  = in1 & in2;
			cc  = cc << 1;
			m   = 16'h0000;
			busy= 1'b1;
		end
		if(cc == 16'h0000)
			busy = 1'b0;
		else begin
			m   = out & cc;
			out = out ^ cc;
			cc  = m << 1;
		end
	end 
endmodule
module alu16(inputR1, inputR2, instruction, CK, outputR, busy);
	input [15:0] inputR1, inputR2;
	input [2:0] instruction;
	input CK;
	output[15:0] outputR;
	output reg busy;
	reg [15:0] in1,in2;
	wire[3:0]  busyL;
	wire  [15:0] out, out1, out2, out3, out4, out5, out6;
	initial begin
		busy = 1'b0;
		in1  = 16'h0000;
		in2  = 16'h0000;
	end
	adder add(
		.in1(in1),
		.in2(in2),
		.CK(CK),
		.out(out),
		.busy(busyL[0])
	);
	complent com(
		.in(in1),
		.CK(CK),
		.out(out1),
		.busy(busyL[1])
	);
	muler mul(
		.in1(in1),
		.in2(in2),
		.CK(CK),
		.out(out2),
		.busy(busyL[2])
	);
	diver div(
		.in1(in1),
		.in2(in2),
		.CK(CK),
		.reminder(out3),
		.quotient(out4),
		.busy(busyL[3])
	);
	and16 and1(in1,in2, out5);
	or16 or1(in1,in2, out6);
	mux3to8 outp(
		.in(out),
		.in1(out1),
		.in2(out2),
		.in3(out3),
		.in4(out4),
		.in5(out5),
		.in6(out6),
		.in7(16'h0000),
		.CK(CK),
		.select(instruction),
		.out(outputR)
	);
	always @(posedge CK) begin
		if(busy == 1'b0) begin
			in1  = inputR1;
			in2  = inputR2;
		end
		busy = busyL[0] | busyL[1] | busyL[2] | busyL[3];
	end
endmodule
module diver(in1, in2, CK, reminder, quotient, busy);
	input [15:0] in1, in2;
	input CK;
	output reg [15:0] reminder, quotient;
	output reg busy;
	reg [31:0] m1, m2;
	reg [15:0] divisor;
	reg [5:0]  cnt;
	initial begin
		reminder = 16'h0000;
		quotient = 16'h0000;
		divisor	 = 16'h0000;
		m1		 = 32'h00000000;
		m2		 = 32'h00000000;
		cnt		 = 5'b00000;
		busy	 = 1'b0;
	end
	always @(posedge CK) begin
		if(busy == 1'b0) begin
			m1       = {16'h0000, in1};
			m2       = {in2, 16'h0000};
			divisor  = in2;
			reminder = 16'h0000;
			quotient = 16'h0000;
			busy     = 1'b1;
			cnt      = 5'b00000;
		end
		if(cnt < 5'b10001) begin
			if(m1[31:16] >= divisor) 
				m1 = m1 - m2 + 1'b1;
			else 
				m1 = m1;
			m1 = m1 << 1;
			cnt = cnt + 1'b1;
		end
		else 
			busy = 1'b0;
		if(cnt == 5'b10000) begin
			if(m1[31:16] >= divisor) 
				m1 = m1 - m2 + 1'b1;
			else 
				m1 = m1;
			reminder = m1[31:16];
			quotient = m1[15:0];
		end
	end
endmodule
module and4(in1, in2, out);
	input [3:0] in1, in2;
	output[3:0] out;
	and a1(out[0], in1[0], in2[0]);
	and a2(out[1], in1[1], in2[1]);
	and a3(out[2], in1[2], in2[2]);
	and a4(out[3], in1[3], in2[3]);
endmodule
module and16(in1, in2, out);
	input [15:0] in1, in2;
	output[15:0] out;
	and4 a11(.in1(in1[3:0]), .in2(in2[3:0]), .out(out[3:0]));
	and4 a12(.in1(in1[7:4]), .in2(in2[7:4]), .out(out[7:4]));
	and4 a13(.in1(in1[11:8]), .in2(in2[11:8]), .out(out[11:8]));
	and4 a14(.in1(in1[15:12]), .in2(in2[15:12]), .out(out[15:12]));
endmodule
module or4(in1, in2, out);
	input [3:0] in1, in2;
	output[3:0] out;
	or a1(out[0], in1[0], in2[0]);
	or a2(out[1], in1[1], in2[1]);
	or a3(out[2], in1[2], in2[2]);
	or a4(out[3], in1[3], in2[3]);
endmodule
module or16(in1, in2, out);
	input [15:0] in1, in2;
	output[15:0] out;
	or4 a11(.in1(in1[3:0]), .in2(in2[3:0]), .out(out[3:0]));
	or4 a12(.in1(in1[7:4]), .in2(in2[7:4]), .out(out[7:4]));
	or4 a13(.in1(in1[11:8]), .in2(in2[11:8]), .out(out[11:8]));
	or4 a14(.in1(in1[15:12]), .in2(in2[15:12]), .out(out[15:12]));
endmodule
module muler(in1, in2, CK, out, busy);
	input		[15:0] in1, in2;
	input  		CK;
	output reg	[15:0] out;
	output reg  busy;
	reg[15:0] m1, m2;
	initial begin
		m1 = 16'h0000;
		m2 = 16'h0000;
		out= 16'h0000;
		busy = 1'b0;
	end
	always @(posedge CK) begin
		if(busy == 1'b0) begin
			m1   = in1;
			m2   = in2;
			out  = 16'h0000;
			busy = 1'b1;
		end
		if(m2[0] == 1'b1) 
			out = out + m1;
		m1 = m1 << 1;
		m2 = m2 >> 1;
		if(m2 == 16'b0000) 
				busy = 1'b0;
	end
endmodule 
module mux3to8(in, in1, in2, in3, in4, in5, in6, in7, CK, select, out);
	input [15:0] in, in1, in2, in3, in4, in5, in6, in7;
	input [2:0]  select;
	input CK;
	output reg [15:0] out;
	always @(posedge CK) begin	
		case(select)
			3'b000:out = in;
			3'b001:out = in1;
			3'b010:out = in2;
			3'b011:out = in3;
			3'b100:out = in4;
			3'b101:out = in5;
			3'b110:out = in6;
			3'b111:out = in7;
		endcase
	end
endmodule
==> design/flow/run.sh <==
#!/bin/bash
# OpenROAD 26Q1-2900-gdf79404cd8, Yosys 0.63+post, stock flow scripts
make -C /OpenROAD-flow-scripts/flow DESIGN_CONFIG=/design/flow/config.mk WORK_HOME=/design/flow/orfs finish
==> design/flow/config.mk <==
export PLATFORM = sky130hd
export DESIGN_NAME = alu16
export DESIGN_NICKNAME = alu16
export VERILOG_FILES = /design/flow/design.v
export SDC_FILE = /design/flow/constraint.sdc
export NUM_CORES = 4
export LEC_CHECK = 1
export CORE_UTILIZATION = 40
==> design/flow/constraint.sdc <==
current_design alu16

set clk_period 19.0
set clk_io_pct 0.2

create_clock -name clk0 -period $clk_period [get_ports {CK}]

set non_clock_inputs [all_inputs -no_clocks]
set_input_delay [expr $clk_period * $clk_io_pct] -clock clk0 $non_clock_inputs
set_output_delay [expr $clk_period * $clk_io_pct] -clock clk0 [all_outputs]
==> results.sh <==
# flow metrics
export IMPL_crit_path_max_fanout=67
export IMPL_synth_sequential_area_ratio=0.356
export IMPL_cts_setup_buffers=0
export IMPL_placement_rows=76
export IMPL_number_of_warnings_in_the_stage_logs=43
export IMPL_numClockSinks=281
export IMPL_grt_max_degree=68
export IMPL_detail_route_wirelength_mm=49.0
export IMPL_max_slew_worst_pin_slew_ps=676
export IMPL_hold_worst_slack_ps=460
export IMPL_crit_arrival_ps=7920
export IMPL_post_route_cells_drive_above_1_share=0.0966
export IMPL_routed_via_density=5.31
export IMPL_clock_tree_from_tritoncts="built"
export IMPL_synth_cell_area_mm2=0.0176
export IMPL_dp_hpwl_mm=37.6
export IMPL_async_set_or_reset_flop_fraction_in_the_synthesized_netlist=0
export IMPL_synthDominantCellAreaShare=0.245
export IMPL_globalRouteOverflowTotal=0
export IMPL_ioPinCount=53
export IMPL_final_weighted_congestion_of_routability_driven_global_placement=0.968
export IMPL_setup_total_negative_slack_ps=0
export IMPL_cts_root_buffer="clkbuf_16"
export IMPL_total_chip_power_w=0.00196
export IMPL_area_added_between_synthesis_and_finish_pct=12.2
export IMPL_cts_hold_buffers=0
export IMPL_detailedRoute_firstPassIterationCount=5
export IMPL_maxCapViolations=0
export IMPL_skew_ps=21.8
export IMPL_postCtsResizedCells=0
export IMPL_timing_slew_headroom=0.545
export IMPL_timing_critical_path_to_type="flop"
export IMPL_final_hold_violation_count=0
export IMPL_postSynthCellCount=1935
export IMPL_worst_ir_drop_vdd_uv=61.6
export IMPL_route_detailed_drc=0
export IMPL_port_buffers=52
export IMPL_finalSetupViolCount=0
export IMPL_antennaDiodeCount=0
export IMPL_fin_util=0.457
export IMPL_cts_clock_pin_slew_for_the_worst_setup_and_hold_paths_ps=60
export IMPL_synthTopCellsByCount="ha_1 (228), dfxtp_1 (216), nand2_1 (197)"
export IMPL_die_h_um=212
export IMPL_grt_usage=0.233
export IMPL_max_clock_freq_mhz=131
export IMPL_run_status="completed"
export IMPL_synth_warning_count=6
export IMPL_flop_cell="dfxtp_1"
export IMPL_die_w_um=212
export IMPL_top_area_cell="dfxtp_1"
export IMPL_synth_seq_cells=281
export IMPL_core_area_mm2=0.0433
export IMPL_critical_path_class="reg -> reg"
export IMPL_most_popular_library_cell_in_the_synthesized_design_by_count="ha_1"
export IMPL_power_density_cell_area_mw_per_mm2=98.9
export IMPL_power_static_leakage_nw=8.91
export IMPL_synth_edff_count=65
export IMPL_tritoncts_buffers=35
export IMPL_class_of_the_most_critical_hold_timing_path="reg -> reg"
export IMPL_clk_path_buf_depth=3
export IMPL_cts_max_level=2
export IMPL_clkLatencyLatePin_ps=550
export IMPL_floorplan_die_area_mm2=0.0449
export IMPL_routedWlPerCell_um=19.0
export IMPL_cp_data_required_time_ps=19270
export IMPL_crit_start_category="flop"
export IMPL_drt_antenna_violating_nets=0
export IMPL_number_of_antenna_violations_at_the_first_check_in_global_routing=0
export IMPL_routed_via_count=13700
export IMPL_vias_in_the_first_global_route=13200
export IMPL_grt_setup_unrepaired="false"
export IMPL_finalWorstPathRequiredPeriod_ps=7650
export IMPL_synth_area_per_cell_um2=9.11
export IMPL_drt_iter0_drc=983
export IMPL_timing_final_crit_share=0.403
export IMPL_topCellsByArea="dfxtp_1 (25%), ha_1 (16%), edfxtp_1 (11%)"
export IMPL_floorplan_core_util=0.407
export IMPL_post_synth_num_cell_types=93
export IMPL_synth_cells_yosys=1935
export IMPL_finalMaxSlewViolations=0
export IMPL_grt_pass1_wl_mm=76.3
export IMPL_ys_chip_area_mm2=0.0176
cells in the final DEF (no fill, tap or decap), types with 14 or more instances in the layout:
cell type and n:
nand2_1 197, a21oi_1 164, o21ai_0 95, xnor2_1 34, a21o_1 39, mux2i_1 37, edfxtp_1 65, ha_1 228
nor3_1 18, dfxtp_1 214, nand2b_1 18, clkbuf_1 14, nor2_1 140, nand3_1 27, mux2_2 73, nor2b_1 42
xor2_1 31, a211oi_1 21, inv_1 144, clkdlybuf4s50_1 52, buf_4 20, clkbuf_16 36, and2_1 45
worst paths after layout:
check | endpoint | slack (ps) | startpoint | cells past startpoint
worst min register to register | mul.out[12] | 460 | mul.out[12] | 2
worst max register to register | div.reminder[13] | 11350 | div.busy | 25
worst max-delay path | div.reminder[13] | 11350 | div.busy | 25
worst min-delay path | mul.out[12] | 460 | mul.out[12] | 2
metrics by stage:
stage	std cells	cell area, µm²	setup WS (ps)
after floorplan	1936	17600	12050
after global placement	2511	18700	11340
after detailed placement	2511	18700	11340
after CTS	2573	19800	11300
after global routing	2573	19800	10780
final	2573	19800	11350
worst max-delay path: stages (launching register included):
cell and delay (ps):
dfxtp_4 760, buf_4 590, a21oi_1 270, ha_1 270, a21o_1 160, a221oi_1 450
nand2_1 100, o211ai_1 330, a211o_2 420, mux2_2 370, o21ai_0 300, ha_1 310
inv_1 60, ha_1 180, inv_1 60, fa_1 380, nand2b_1 180, a21oi_1 290
o21ai_1 180, a31oi_1 400, o2111ai_2 200, a21o_1 220, o21ai_0 400, nand2_1 140
a211oi_2 220, o31ai_1 100
where the power goes:
part / internal, W / total, W / switching [W] / leakage [nW]
registers: 0.000712 / 0.000766 / 0.0000538 / 2.38
clock network: 0.000367 / 0.000628 / 0.000261 / 0.519
logic: 0.000269 / 0.000562 / 0.000294 / 6.01
total: 0.00135 / 0.00196 / 0.000609 / 8.91
layer usage:
| metal | track usage | part of all wire | vias to the layer above | wire, µm |
|---|---|---|---|---|
| met1 | 0.340 | 0.46 | 6348 | 22600 |
| li1 | - | - | 6864 | - |
| met3 | 0.0542 | 0.068 | 81 | 3320 |
| met2 | 0.353 | 0.44 | 360 | 21400 |
| met5 | 0 | 0 | - | 0 |
| met4 | 0.0677 | 0.034 | 0 | 1690 |
cells by family (layout without fill, tap and decap cells):
family / count (synthesis) / count (layout) / share of synthesized area
and+or+nand+nor: 557 / 557 / 0.151
AOI/OAI and AO/OA: 442 / 442 / 0.157
DFF: 281 / 281 / 0.356
adders and majority gates: 231 / 231 / 0.165
buffers and inverters: 231 / 283 / 0.0519
muxes: 126 / 126 / 0.0862
xor gates and xnor gates: 65 / 65 / 0.0323
other: 2 / 3 / 0.000426
final cells by class:
type / instances / area [µm²]
fill: 4027 / 23500
multi-input combinational: 1424 / 10500
sequential: 281 / 6280
clock buffer: 54 / 1010
tap: 585 / 732
timing repair buffer: 72 / 671
inverter: 149 / 559
clock inverter: 8 / 63.8
flip-flops by register name, indices dropped and copies added, names as in the netlist, 6 cells and up, named ones only:
register and count:
div.m1 32, div.m2 32, add.cc 16, add.out 16
com.m 16, com.out 16, div.divisor 16, div.quotient 16
div.reminder 16, in1 16, in2 16, outp.out 16
mul.m1 15, mul.m2 15, mul.out 15, div.cnt 6
Power figures rest on the tool's default switching activity, not on a simulated workload.
